--- ./config.mk ---
export PLATFORM = sky130hd
export DESIGN_NAME = counter_4bit
export DESIGN_NICKNAME = counter_4bit
export VERILOG_FILES = /design/flow/design.v
export SDC_FILE = /design/flow/constraint.sdc
export NUM_CORES = 4
export LEC_CHECK = 1
export CORE_AREA = 10 10 70 70
export DIE_AREA = 0 0 80 80
--- ./constraint.sdc ---
current_design counter_4bit

set clk_period 1.1
set clk_io_pct 0.2

create_clock -name clk0 -period $clk_period [get_ports {clk}]

set non_clock_inputs [all_inputs -no_clocks]
set_input_delay [expr $clk_period * $clk_io_pct] -clock clk0 $non_clock_inputs
set_output_delay [expr $clk_period * $clk_io_pct] -clock clk0 [all_outputs]
--- ./design.v ---
module counter_4bit (
    input clk,
    input reset,
    output reg [3:0] count
);
always @(posedge clk or posedge reset) begin
    if (reset) begin
        count <= 4'b0000;   
    end else begin
        count <= count + 1;   
    end
end
endmodule
--- ./run.sh ---
#!/bin/bash
# OpenROAD 26Q1-2900-gdf79404cd8, Yosys 0.63+post, stock flow scripts
make -C /OpenROAD-flow-scripts/flow DESIGN_CONFIG=/design/flow/config.mk WORK_HOME=/design/flow/orfs finish
==> notes.md <==
The layout was made with Yosys and OpenROAD.

The run finished with clean final reports. Yosys reports that the leading cell type by area covers between 70% and 80% of the netlist area. The synthesis report lists the Yosys warning total as 1. Setup repair after global routing left no endpoint under its margin. The clock net in this run drives a total of 4 sinks. The maximum vdd drop is 0.149 mV. In this run, the combinational gates consume 1.9% of the power. Per the OpenROAD floorplan log, the width of the die is 80 um. The internal power consumption is between 0.2 and 0.3 mW. The max-slew violation total from the final report is 0.

Counting endpoints that fail hold in the final report gives 0. Input and output buffers added on the ports amount to 5. The setup skew after layout is 0.00201 ns. The share of total power dissipated in the clock network is 53.9%. The number of antenna violations at the first check in global routing came to 0. Per the OpenROAD floorplan log, the area of the die is 6400 um2.

The number of warning messages in the logs is 25. The critical path start-end classification is flop to primary output. The standard cell area after detailed placement is ~270 um2.

The number of storage elements in the synthesis netlist is 4. For this design the total switching power over the nets is 0.0612 mW. STA lists the maximum fanout along the critical path as 2. Summed over all routing layers, the global router reports a total usage of 1.46%. STA classifies the critical path startpoint as a flop. The average cell area after synthesis is ~14 um2. The via count of the first global-routing pass is 142. Per the post-CTS timing run, clock transition at the registers of the reported paths is 0.04 ns. The cell taking the most area after synthesis is dfrtp_1.

The launch point of the worst reg-to-reg path is count[0]. The worst slew margin relative to its limit is 90.4%. The share of total power dissipated in sequential elements is 44.2%.

The final critical-path share of the clock period is 96.1%. The slew at the pin closest to its max-slew limit is 0.144 ns. In the final routed layout, each cell accounts on average for 6.10 um. The sum of overflow across all layers after global routing is 0.

The cell at the root of the clock tree is clkbuf_4. The final critical path time including I/O delays and setup is roughly 1.1 ns. STA classifies the critical path endpoint as a primary output. The type of the most critical hold path is input pin to async pin.

Max-cap violations in this run came to 0. The data required time at the worst endpoint is 0.88 ns. From synthesis to final layout, the design area changed by 116%.

The floorplan step set the die height to 80 um. The critical path's slowest cell is dfrtp_1. The number of flip-flops under the largest register name is 4.

The flow reports an fmax of 946 MHz. The routed layout has 119 vias. After routing the design area is 308 um2. The startpoint of the most critical setup path is count[2]. In the layout the commonest cells are buf_4, dfrtp_1, clkbuf_4. Per the summary, power density relative to cell area is 1090 nW/um2.

The register share after synthesis is 70.2%. Per STA, the worst path is made up of dlygate4sd2_1. In this run the remaining antenna-violating nets after routing total 0. The number of cells reported by Yosys stat comes to 10.

Before placement the cells fill 4.18% of the core. The clock passes through at most 2 buffers. The register with the highest flop count is count. The switching share of power is 18.3%. The leakage power summed over all cells is between 0.15 and 0.2 nW. For this run, the detailed router's first-pass iteration total came to 2. The worst endpoint data arrival time is 0.84 ns. RePlAce ended its routability-driven mode at a weighted congestion of 0.654.

The number of buffer and inverter stages on the critical path is 1. The count of antenna diodes in the layout is 0. The registers reported with the highest flop counts are count: 4 flops. Setup total negative slack on the finished layout was measured at 0 ns.

For this run, the detailed router reports a per-instance via density of 1.72. The post-synth area from yosys stat is roughly 140 um2. The top cell type in the final layout, fill and taps aside, is buf_4. The level count of the clock H-tree is 1.

The count of unique library cells instantiated by Yosys is 6. The combined area of all synthesized cells is roughly 140 um2. For this run, the slowest stage of the critical path takes 0.37 ns. Grouping stages by cell kind, the critical path spends the most delay in flip-flops. The largest net degree at the start of global routing is 5. TritonCTS built the clock tree.

The routed wire length is 421 um. The final report lists the setup-violating endpoint count as 0. The final-layout fill cell count is 403. The count of pins on the block boundary is 6.

Cells fill under 10% of the core in the end. The main area contributors are dfrtp_1, ha_1, xnor2_1. Of the cells placed in the final design, the portion with a size suffix greater than 1 is 34.8%. The wire length of the first global-routing pass is ~640 um. The cell count after synthesis is 10.

The floorplan has 21 rows. The first routing iteration left 6 violations. The residual DRC count is 0. The total area inside the core boundary comes to 3420 um2. The number of buffers inserted during clock tree synthesis is 3. The later pin in the worst-skew pair is clocked with a latency of 0.23 ns.
## path summary, 6_finish.rpt
kind,slack (ns),cells past startpoint,to
worst min-delay path,0.17,2,count[3]
max in group asynchronous,0.78,2,count[0]
min in group clk0,0.54,2,count[0]
worst max register to register,0.12,3,count[2]
worst min register to register,0.54,2,count[0]
worst max-delay path,0.04,1,count[2]
## power by group through the flow
stage	combinational [mW]	sequential, mW	clock, mW
4_1_cts	0.00642	0.148	0.191
6_report	0.00627	0.148	0.180
5_1_grt	0.00728	0.148	0.202
## through the flow
stage          hold slack (ns)  power, mW  std cells  worst slack, ns
6_report                 0.171      0.334         69           0.0434
4_1_cts                  0.165      0.345         68           0.0293
3_3_place_gp             0.416      0.156         63         -0.00715
3_5_place_dp             0.411      0.156         63          -0.0134
5_1_grt                  0.186      0.357         69        0.0000578
2_1_floorplan          -0.0139      0.152         10            0.279
## layout make-up
| class | count | area, um2 | area share (%) |
|---|---|---|---|
| Sequential cell | 4 | 100 | 32.5 |
| Timing Repair Buffer | 10 | 85.1 | 27.6 |
| Tap cell | 46 | 57.6 | 18.7 |
| Multi-Input combinational cell | 4 | 35.0 | 11.4 |
| Clock buffer | 3 | 22.5 | 7.32 |
| Inverter | 2 | 7.51 | 2.44 |
## per-layer routing
layer	wire [um]	track usage, %	share of wire [%]	vias to the layer above
met2	108	1.04	26	8
met5	0	0	0	-
met3	137	2.95	33	0
li1	-	-	-	57
met4	0	0.704	0	0
met1	175	1.34	42	54
## synth_stat cells
cell	count
nand3_1	1
xor2_1	1
ha_1	1
dfrtp_1	4
inv_1	2
xnor2_1	1
## cell families (layout without fill, tap and decap cells)
group	Yosys count	count (layout)	share of synthesized area (%)
xor gates and xnor gates	2	2	12.3
and+or+nand+nor	1	1	3.51
buffers and inverters	2	15	5.27
adders and majority gates	1	1	8.77
DFF	4	4	70.2
## what timing repair did
action | in CTS | in global routing
endpoints found under the setup margin | 4 | 1
buffers inserted | 2 | 1
hold buffers | 0 | 0
gates resized | 6 | 0
Power and IR drop assume default switching activity.
