==> flow/design.v <==
module full_adder (a, b, cin, sum, cout);
input a, b, cin;
output sum, cout;
wire a, b, cin;   
wire sum, cout;   
assign sum = a ^ b ^ cin;   
assign cout = (a & b) | (b & cin) | (a & cin);   
endmodule
module ripple_carry_adder (A, B, Cin, Sum, Cout);
input [3:0] A, B;
input Cin;
output [3:0] Sum;
output Cout;
wire [3:0] A, B;   
wire Cin;          
wire [3:0] Sum;    
wire Cout;         
wire C1, C2, C3;
full_adder fa0 (
    .a(A[0]),
    .b(B[0]),
    .cin(Cin),
    .sum(Sum[0]),
    .cout(C1)
);
full_adder fa1 (
    .a(A[1]),
    .b(B[1]),
    .cin(C1),
    .sum(Sum[1]),
    .cout(C2)
);
full_adder fa2 (
    .a(A[2]),
    .b(B[2]),
    .cin(C2),
    .sum(Sum[2]),
    .cout(C3)
);
full_adder fa3 (
    .a(A[3]),
    .b(B[3]),
    .cin(C3),
    .sum(Sum[3]),
    .cout(Cout)
);
endmodule
==> flow/run.sh <==
#!/bin/bash
# OpenROAD 26Q1-2900-gdf79404cd8, Yosys 0.63+post, stock flow scripts
make -C /OpenROAD-flow-scripts/flow DESIGN_CONFIG=/design/flow/config.mk WORK_HOME=/design/flow/orfs finish
==> flow/config.mk <==
export PLATFORM = sky130hd
export DESIGN_NAME = ripple_carry_adder
export DESIGN_NICKNAME = ripple_carry_adder
export VERILOG_FILES = /design/flow/design.v
export SDC_FILE = /design/flow/constraint.sdc
export NUM_CORES = 4
export LEC_CHECK = 1
export CORE_AREA = 10 10 70 70
export DIE_AREA = 0 0 80 80
==> flow/constraint.sdc <==
current_design ripple_carry_adder

set clk_period 2.9
set clk_io_pct 0.2

create_clock -name clk0 -period $clk_period

set non_clock_inputs [all_inputs -no_clocks]
set_input_delay [expr $clk_period * $clk_io_pct] -clock clk0 $non_clock_inputs
set_output_delay [expr $clk_period * $clk_io_pct] -clock clk0 [all_outputs]
==> impl_metrics.tcl <==
# place-and-route summary
set metrics [dict create \
    hold_path_class "in2out" \
    fmax_mhz 356 \
    required_ns 2.32 \
    num_io_pins 14 \
    place_congestion 0.758 \
    netlist_area_um2 148 \
    dr.pass1.iters 1 \
    synth_warnings 0 \
    place_hpwl_um 375 \
    core_area_um2 3420 \
    final_core_util 0.0938 \
    grt_max_degree 2 \
    fin_setup_tns_ns 0 \
    power.static_leakage_nw 0.141 \
    seq_power_share 0 \
    pwr-share-clk 0 \
    p_int_mw 0.0306 \
    drc_errors 0 \
    vias 122 \
    swShare 0.335 \
    initial_utilization 0.0432 \
    area_leaders "fa_1, inv_1, buf_4" \
    cp-startpoint "B[0]" \
    antenna_found_initial 0 \
    nClkBuffers 0 \
    postLayoutCellArea_um2 320 \
    yosys_area_um2 148 \
    flops 0 \
    crit_type "in2out" \
    yosys_cells 18 \
    io_buffers 14 \
    post-place-ws_ns -0.732 \
    place_area_um2 315 \
    largest_area_cell "fa_1" \
    die_y_um 80 \
    p_switching_mw 0.0154 \
    rsz0062_at_grt "false" \
    drive_gt1_frac 0.429 \
    finalSetupViolations 0 \
    antenna_left 0 \
    final_cell_mix "clkdlybuf4s50_1, inv_1, inv_2" \
    finalPower_mw 0.0460 \
    cp_data_arrival_time_ns 2.23 \
    worst_pin_slew_ns 0.105 \
    final_common_cell "clkdlybuf4s50_1" \
    grt_overflow_total 0 \
    grt_pass1_wl_um 545 \
    first_global_vias 122 \
    ir_worst_vdd_mv 0.0330 \
    cp-end-kind "primary output" \
    crit_fanout 1 \
    hold_buffers 0 \
    yosysTopAreaCellShare 0.542 \
    status "completed" \
    die_x_um 80 \
    num_rows 21 \
    die_area_um2 6400 \
    syn_avg_cell_area_um2 8.20 \
    hold_viol 0 \
    finalClockPeriodUsage 0.968 \
    max_cap_viol_count 0 \
    syn_inst 18 \
    slew_headroom 0.931 \
    min_from "Cin" \
    fillers 401 \
    worstPathCellList "buf_6 > inv_2 > fa_2 > inv_2 > fa_2 > fa_2 > inv_2 > fa_1 > inv_1 > buf_2" \
    vias_per_cell 1.65 \
    postCtsSetupBuffers 0 \
    wl_per_cell_um 5.36 \
    drtIter0Drc 0 \
    period_needed_ns 2.81 \
    crit_slowest_cell "fa_1" \
    start_kind "input pin" \
    diodes 0 \
    ys_seq_frac 0 \
    fin_ws_ns 0.0931 \
    drv_slew 0 \
    ys_types 3 \
    p_comb_frac 1.000 \
    track_usage 0.0109 \
    regArea_um2 0 \
    area_growth_syn_to_layout_pct 117 \
    tool_warnings 32 \
    p_per_area_nw_per_um2 144 \
    drt_wl_total_um 397 \
    crit_path_max_incr_delay_ns 0.39 \
]
==> synth_stat cells (all sizes together) <==
cell  instances
inv          10
fa            4
buf           4
==> logic make-up (layout without fill, tap and decap cells) <==
group,count (synthesis),after routing,synth area share
buffers and inverters,14,24,0.458
adders and majority gates,4,4,0.542
==> per-stage QoR <==
stage	hold WS [ns]	instances
after CTS	1.91	74
after global placement	2.20	74
final	1.90	74
after detailed placement	2.20	74
after global routing	1.93	74
after floorplan	1.38	18
==> area by class of cell <==
type                            instances  area (um^2)  area share
Inverter                               10         40.0       0.125
Timing Repair Buffer                   14          135       0.422
Tap cell                               46         57.6       0.180
Multi-Input combinational cell          4         87.6       0.273
==> repair_timing <==
| action | 4_1_cts | 5_1_grt |
|---|---|---|
| pin swaps | 4 | 4 |
| gates resized | 29 | 2 |
| cloned | 0 | 0 |
| endpoints found under the hold margin | 0 | 0 |
| endpoints found under the setup margin | 4 | 1 |
==> power groups by stage <==
stage         Sequential, mW  Clock (mW)  Combinational, mW
CTS                        0           0             0.0459
finish                     0           0             0.0460
global route               0           0             0.0536
==> worst paths after layout <==
check / end / slack (ns) / depth (start not counted)
worst max-delay path: Sum[3] / 0.09 / 10
worst min-delay path: Sum[0] / 1.90 / 5
==> critical path, delay by kind of cell <==
family	cells	cell delay, ns
adder cells (fa/ha/maj)	4	1.26
buffers and inverters	6	0.38
==> per-layer routing <==
metal  vias to the layer above  part of all wire  global-route usage
met5                         -                 0                   0
met4                         0                 0                   0
met3                         0              0.27             0.00909
met2                        14              0.17             0.00722
met1                        48              0.55              0.0201
li1                         60                 -                   -
Power and IR drop assume default switching activity.
